`./run.sh`:
```
#!/bin/bash
# OpenROAD 26Q1-2900-gdf79404cd8, Yosys 0.63+post, stock flow scripts
make -C /OpenROAD-flow-scripts/flow DESIGN_CONFIG=/design/flow/config.mk WORK_HOME=/design/flow/orfs finish
```
`./design.v`:
```
module ALU (
    input wire [ 1:0] ALU_ctrl,
    input wire [31:0] ALU_operandA,
    input wire [31:0] ALU_operandB,
    output wire ALU_zero,
    output reg [31:0] ALU_result
);
  assign ALU_zero = (ALU_result == 0) ? 1 : 0;
  always @(ALU_ctrl, ALU_operandA, ALU_operandB) begin
    case (ALU_ctrl)
      2'b00: ALU_result = ALU_operandA + ALU_operandB;   
      2'b01: ALU_result = ALU_operandA - ALU_operandB;   
      2'b10: ALU_result = ALU_operandA & ALU_operandB;   
      2'b11: ALU_result = ALU_operandA | ALU_operandB;   
      default: ALU_result = 0;
    endcase
  end
endmodule   
```
`./constraint.sdc`:
```
current_design ALU

set clk_period 35.2
set clk_io_pct 0.2

create_clock -name clk0 -period $clk_period

set non_clock_inputs [all_inputs -no_clocks]
set_input_delay [expr $clk_period * $clk_io_pct] -clock clk0 $non_clock_inputs
set_output_delay [expr $clk_period * $clk_io_pct] -clock clk0 [all_outputs]
```
`./config.mk`:
```
export PLATFORM = sky130hd
export DESIGN_NAME = ALU
export DESIGN_NICKNAME = ALU
export VERILOG_FILES = /design/flow/design.v
export SDC_FILE = /design/flow/constraint.sdc
export NUM_CORES = 4
export LEC_CHECK = 1
export CORE_UTILIZATION = 30
```
==> impl_metrics.yaml <==
# flow metrics
run_status:
  run_status: "completed"
floorplan:
  fp_util: 0.311
  placement_row_count: 38
  chip_area_sq_mm: 0.0118
  design.core.area_sq_mm: 0.0110
  num_io_pins: 99
  die_w_microns: 109
  fp.dieH_microns: 109
worst_hold_path:
  min_path_type: "in2out"
placed_design:
  detailedPlacementHpwl_microns: 9210
  placed_cells_incl_taps: 712
  io_buffers: 99
  place_congestion: 0.954
  pre_cts_slack_ns: 15.40
global_route:
  global_route.usage.total: 0.185
  wire_length_of_the_first_global_routing_pass_microns: 17400
  grt_start_max_net_pins: 57
  grt_overflow: 0
  antenna_found_initial: 0
  first_global_vias: 3474
logic_synthesis:
  list_of_most_frequent_post_synthesis_cells: "sky130_fd_sc_hd__a21oi_1, sky130_fd_sc_hd__nand2_1, sky130_fd_sc_hd__nor2_1, sky130_fd_sc_hd__o21ai_0, sky130_fd_sc_hd__ha_1"
  synth-seq-area-share: 0
  synth_cell_types: 75
  topCellsByArea: "sky130_fd_sc_hd__ha_1, sky130_fd_sc_hd__xnor2_1, sky130_fd_sc_hd__a21oi_1"
  ys_cells: 495
  synth_warnings: 1
  synth_largest_type_area_fraction: 0.125
  postSynthAreaPerCell_sq_um: 6.90
  synth.yosys.chip_area_sq_mm: 0.00341
  synth_top_cell_by_area: "sky130_fd_sc_hd__ha_1"
  syn_area_sq_mm: 0.00341
  synthMostInstantiatedCell: "sky130_fd_sc_hd__a21oi_1"
  synthesis.instances: 495
sta:
  finalSetupTns_ns: 0
  hold_violations: 0
  finalWorstPathRequiredPeriod_ns: 19.85
  max-slew-margin-rel: 0.598
  maxSlewViolCount: 0
  grt_setup_unrepaired: "false"
  hold-worst-slack_ns: 15.04
  post-route-worst-setup-slack_ns: 15.35
  layout_worst_path_cycle_share: 0.564
  max_freq_mhz: 50.4
  final-setup-viol-count: 0
  timing_worst_slew_pin_value_ns: 0.602
setup_path:
  critPathMaxStageDelay_ns: 0.60
  worstSetupStartpointType: "input port"
  path_class: "in2out"
  worst_setup_path_end_kind: "output port"
  timing.critical_path.cells: "clkdlybuf4s50_1, or3_1, nor3_1, nor3b_1, nand2_1, or2_2, nor2_1, a21oi_1, xnor2_1, ha_1, o32ai_1, or4_1, nor4_1, nand4bb_1, nor4_1, nand4bb_1, or4_4, nor4b_4, clkdlybuf4s50_1"
  critPathArrivalTime_ns: 12.81
  critPathBufInv: 2
  critical_path.slowest_cell: "sky130_fd_sc_hd__or4_4"
  worst_ep_required_time_ns: 28.16
  critical_path.top_delay_family: "simple AND/OR/NAND/NOR gates"
  highest_net_fanout_along_the_worst_path: 5
power_and_ir_drop:
  total_power_uw: 96.6
  p_leak_nw: 1.70
  power_density_mw_per_mm2: 21.7
  ir_drop_mv: 0.00760
routing:
  antenna_cells_inserted: 0
  postRouteAntennaNets: 0
  drt-total-wl_microns: 11200
  drtPass1Iterations: 4
  via_per_inst: 5.52
  dr.first_iter.drc_count: 169
  detailroute.via_count: 3927
  post-route-drc-count: 0
  wl_per_cell_microns: 15.7
finish:
  sequential_cell_total: 0
  layout.clock_buffers: 0
  finalNonFillerCells: 712
  share_of_cells_above_drive_strength_1: 0.0455
  syn_to_final_growth_pct: 30.6
  final-seq-area_sq_um: 0
job:
  number_of_maximum_capacitance_violations: 0
  openroad.warnings: 34
clock_network:
  cts_hold_repair.buffers: 0
  post-cts-setup-buffer-count: 0
  ctsResizeCount: 0
==> layer usage <==
metal	up-vias	track usage	share of wire
li1	2022	-	-
met1	1781	0.277	0.48
met2	116	0.301	0.46
met3	8	0.0110	0.052
met4	0	0.0222	0.0095
met5	-	0	0
==> per-stage QoR <==
step	util	cell area, sq um
after global routing	0.406	4460
after floorplan	-	3410
after global placement	0.406	4460
after detailed placement	0.406	4460
after CTS	0.406	4460
final	0.406	4460
==> layout make-up <==
type,instances,area (sq um)
multi-input cells,451,3200
repair buffers,103,1020
well taps,140,175
fillers,1132,6530
inverters,18,67.6
==> worst paths after layout <==
check | endpoint | slack (ns) | depth (start not counted) | start
setup / recovery | ALU_zero | 15.35 | 19 | ALU_operandB[12]
hold / removal | ALU_result[2] | 15.04 | 5 | ALU_ctrl[1]
==> placed cells by master, fill, tap and decap left out, drive strengths merged, types with 6 or more instances in the layout <==
cell / netlist / layout
xnor2: 33 / 33
a31oi: 6 / 6
nor3: 18 / 18
maj3: 23 / 23
clkdlybuf4s50: 0 / 98
o21ai: 45 / 45
o31ai: 9 / 9
nand3: 7 / 7
xor2: 16 / 16
a21o: 14 / 14
a21oi: 48 / 48
ha: 34 / 34
nand2: 47 / 47
o21a: 10 / 10
nand4: 8 / 8
inv: 17 / 17
nor2: 37 / 37
a21boi: 6 / 6
==> kinds of logic (layout without fill, tap and decap cells) <==
kind of cell / Yosys count / after routing / share of synthesized area
adders and majority gates: 58 / 58 / 0.198
xor gates and xnor gates: 49 / 49 / 0.128
AOI/OAI and AO/OA: 186 / 186 / 0.377
buffers and inverters: 44 / 121 / 0.0627
and+or+nand+nor: 158 / 158 / 0.234
==> where the power goes <==
| part | internal, mW | switching (mW) |
|---|---|---|
| clock | 0 | 0 |
| combinational | 0.0485 | 0.0481 |
| sequential | 0 | 0 |
| total | 0.0485 | 0.0481 |
==> tightest hold or removal path, stage by stage <==
cell,delay [ns]
sky130_fd_sc_hd__buf_2,0.09
sky130_fd_sc_hd__buf_4,0.29
sky130_fd_sc_hd__nand2_1,0.10
sky130_fd_sc_hd__o21ai_0,0.07
sky130_fd_sc_hd__clkdlybuf4s50_1,0.40
No activity file was given, so power comes from the tool's default toggle rates.
