[flow/design.v]
module adder (
    input  wire [31:0] i_A,
    input  wire [31:0] i_B,
    output wire [31:0] o_S
);
  assign o_S = i_A + i_B;
endmodule
[flow/run.sh]
#!/bin/bash
# OpenROAD 26Q1-2900-gdf79404cd8, Yosys 0.63+post, stock flow scripts
make -C /OpenROAD-flow-scripts/flow DESIGN_CONFIG=/design/flow/config.mk WORK_HOME=/design/flow/orfs finish
[flow/config.mk]
export PLATFORM = sky130hd
export DESIGN_NAME = adder
export DESIGN_NICKNAME = adder
export VERILOG_FILES = /design/flow/design.v
export SDC_FILE = /design/flow/constraint.sdc
export NUM_CORES = 4
export LEC_CHECK = 1
export CORE_AREA = 10 10 94 94
export DIE_AREA = 0 0 104 104
[flow/constraint.sdc]
current_design adder

set clk_period 24.1
set clk_io_pct 0.2

create_clock -name clk0 -period $clk_period

set non_clock_inputs [all_inputs -no_clocks]
set_input_delay [expr $clk_period * $clk_io_pct] -clock clk0 $non_clock_inputs
set_output_delay [expr $clk_period * $clk_io_pct] -clock clk0 [all_outputs]
==> results.txt <==
status: completed
Netlist cell types: 50
RD Place Congestion: 0.8190
hold depth: 3
Post-CTS Setup Repair Bufs: 0
total core area: 6832 um^2
Critical Path AT: 7760 ps
DR vias/cell: 5.009
OpenROAD warnings: 32
fillcell total: 701
Crit Path Class: in2out
P_int: 0.04829 mW
actual transition at the worst max-transition pin: 526.5 ps
pre-CTS setup slack: 11490 ps
Slew Viols, Final: 0
Final Hold Viols: 0
WP data required: 19280 ps
Reg area: 0 um^2
setup slack after layout: 11520 ps
Post-route DRC: 0
DRT iter0 DRCs: 75
Slowest-stage cell, CP: clkdlybuf4s50_1
Clk pwr share: 0%
number of global-route vias before repair: 2054
Yosys chip area: 1744 um^2
Syn-to-layout area delta: 59.47%
yosys warning tally: 0
Combinational Power Share: 100.0%
FP Core Util: 25.53%
Relative slew margins: 63.99%
FMAX: 79.52 MHz
leakage: 1.176 nW
clock buf count: 0
worst vdd ir: 0.00001207 V
Most common cell on crit path: clkdlybuf4s50_1
largest net degree at the start of global routing: 11
combinational gate area: 1678 um^2
layout cells sized above 1: 3.067%
Power Density: 28.81 nW/um^2
NetSw: 0.03184 mW
RSZ-0062 raised after global routing: no
drt pass-1 iters: 4
CTS resizes: 0
Worst setup SP type: primary input
Worst path depth: 11
Rows: 30
GRT overflow: 0
seq_cells: 0
TNS Setup: 0 ps
cycle use final: 52.18%
Seq share, synth: 0%
DP Wirelength: 5186 um
number of diodes: 0
worst hold slack: 10670 ps
min Tclk post-route: 12580 ps
DRT antenna net count: 0
I/O Buffers: 96
delay of the slowest critical-path stage: 490 ps
CTS Hold Bufs: 0
routed length per instance: 13.95 um
antenna violations before repair: 0
num ports: 96
# Cells Yosys: 241
die area: 10820 um^2
total track usage: 10.37%
Worst Path Max Fanout: 4
crit path to: o_S[26]
Routed WL: 5886 um
crit path capture type: output port
number of max-cap violations: 0
final setup vio count: 0
via count: 2114
Buf/Inv on CP: 2
post-synth top area cell: ha_1
Top delay family on crit path: AND-OR/OR-AND gates
total power: 0.08013 mW
Net Sw Frac: 39.73%
Top cell area share: 22.24%
post-synthesis area per instance: 7.237 um^2
Worst Hold Class: in2out
share of total power in sequential cells: 0%
top cells by area: ha_1 (22%), a21oi_1 (8.3%), a21o_1 (8.2%), xor2_1 (7.5%), xnor2_1 (6.5%)
Post-Syn Area: 1744 um^2
first-pass GRT wire length: 9811 um
Synth Instances: 241
Chip Width: 104 um
Critical Path Start: i_A[0]
crit-path cells: clkdlybuf4s50_1 -> ha_1 -> fa_1 -> a21o_1 -> a31o_2 -> nand3_1 -> o221ai_1 -> a311oi_1 -> o21bai_1 -> xor2_1 -> clkdlybuf4s50_1
die height: 104 um
[power groups by stage]
stage                 clock network (mW)  logic (mW)  registers [mW]
after global routing                   0      0.0894               0
final                                  0      0.0801               0
after CTS                              0      0.0815               0
[cells in the final DEF (no fill, tap or decap), drive strengths merged, types with 2 or more instances in the layout]
| cell | count |
|---|---|
| o21ai | 15 |
| xor2 | 15 |
| o311ai | 2 |
| o21bai | 5 |
| nand2b | 2 |
| nand2 | 18 |
| o21a | 2 |
| or2 | 3 |
| nor3 | 4 |
| a21o | 19 |
| a21oi | 29 |
| a211oi | 3 |
| ha | 31 |
| o221ai | 2 |
| mux2i | 2 |
| nor2 | 12 |
| inv | 6 |
| o211ai | 3 |
| xnor2 | 13 |
| nand3 | 10 |
| a31oi | 3 |
| a311oi | 3 |
| clkdlybuf4s50 | 96 |
| nand4 | 8 |
[metrics by stage]
stage / util (%) / instance area (um^2) / instances
floorplan: - / 1744 / 241
global placement: 40.71 / 2781 / 422
detailed placement: 40.71 / 2781 / 422
CTS: 40.71 / 2781 / 422
global route: 40.71 / 2781 / 422
finish: 40.71 / 2781 / 422
[worst min-delay path by stage]
| stage | from | endpoint | slack [ps] |
|---|---|---|---|
| CTS | i_B[0] | o_S[0] | 10680 |
| global route | i_B[0] | o_S[0] | 10710 |
| finish | i_B[0] | o_S[0] | 10670 |
[cells by family after synthesis]
family | Yosys count | synth area share (%)
buffers and inverters | 17 | 3.802
xor gates and xnor gates | 28 | 14.06
muxes | 2 | 1.148
adders and majority gates | 32 | 23.39
and+or+nand+nor | 65 | 18.29
AOI/OAI and AO/OA | 97 | 39.31
[cell type report]
type | count | area share (%)
Timing Repair Buffer | 96 | 34.55
Multi-Input combinational cell | 224 | 60.32
Inverter | 6 | 0.8097
Tap cell | 96 | 4.318
[synth_stat cells, types with 3 or more instances]
library cell,instances
o21bai_1,4
o211ai_1,3
ha_1,31
a21oi_1,29
a211oi_1,3
clkbuf_1,8
nor3_1,4
inv_1,6
a31oi_1,3
o21ai_0,13
nand3_1,10
a21o_1,19
nor2_1,12
or2_2,3
nand4_1,8
xnor2_1,13
xor2_1,15
nand2_1,18
[per-layer routing]
metal  GRT usage, %  vias up  wire (um)
met5              0        -          0
met4              0        0          0
met3          1.880        0        356
met2          16.71       63       2674
met1          14.86      965       2855
li1               -     1086          -
Power and IR drop assume default switching activity.
